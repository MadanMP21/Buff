$ cat config.mk
export PLATFORM = sky130hd
export DESIGN_NAME = leadingZero32
export DESIGN_NICKNAME = leadingZero32
export VERILOG_FILES = /design/flow/design.v
export SDC_FILE = /design/flow/constraint.sdc
export NUM_CORES = 4
export LEC_CHECK = 1
export CORE_UTILIZATION = 30
$ cat constraint.sdc
current_design leadingZero32

set clk_period 1.6
set clk_io_pct 0.2

create_clock -name clk0 -period $clk_period

set non_clock_inputs [all_inputs -no_clocks]
set_input_delay [expr $clk_period * $clk_io_pct] -clock clk0 $non_clock_inputs
set_output_delay [expr $clk_period * $clk_io_pct] -clock clk0 [all_outputs]
$ cat design.v
module encode
        (array,
        enc_array);
input       [1:0]   array;
output reg  [1:0]   enc_array;
always@(*) begin
    if(array == 2'b00)
        enc_array = 2'b10;
    else if(array == 2'b01)
        enc_array = 2'b01;
    else
        enc_array = 2'b00;
end
endmodule
module assemble
        (
        array_i,
        array_o
    );
   parameter   WIDTH = 2;
   localparam WIDTH_IN = 2 * WIDTH;
   localparam   WIDTH_OUT = WIDTH + 1;
   input        [WIDTH_IN-1:0]  array_i;
   output reg   [WIDTH_OUT-1:0] array_o;
   wire     [WIDTH_IN/2-1:0]    RHS = array_i[WIDTH-1:0];
   wire     [WIDTH_IN/2-1:0]    LHS = array_i[WIDTH_IN-1: WIDTH];
   always @(*) begin
       if(LHS[WIDTH-1] &  RHS[WIDTH-1])
           array_o = {1'b1, {WIDTH{1'b0}}};
       else if(LHS[WIDTH-1] & ~RHS[WIDTH-1])
           array_o = {2'b01, RHS[WIDTH-2:0]};
       else if(~LHS[WIDTH-1])
           array_o = {1'b0, LHS};
   end
endmodule 
module leadingZero32
    (
    sequence,
    index
    );
    input   [31:0]  sequence;
    output  [5:0]   index;
    wire [31:0] enc_sequence;
    wire [23:0] sequence_step1;
    wire [15:0] sequence_step2;
    wire [9:0]  sequence_step3;
	genvar i;
	generate
		for (i=0; i<16; i=i+1) begin : encoder
		encode u_enc(
			.array(sequence[i*2 +: 2]),
			.enc_array(enc_sequence[i*2 +: 2])
		);
	end 
	endgenerate
	generate
	for (i=0; i<8; i=i+1) begin : assembleS1
		assemble #(
				.WIDTH(2)
				) u_assemble(
					.array_i(enc_sequence[i*4 +: 4]),
					.array_o(sequence_step1[i*3 +: 3])
				);
	end 
	endgenerate
	generate
	for (i=0; i<4; i=i+1) begin : assembleS2
		assemble #(
				.WIDTH(3)
				) u_assemble(
					.array_i(sequence_step1[i*6 +: 6]),
					.array_o(sequence_step2[i*4 +: 4])
				);
	end 
	endgenerate
	generate
	for (i=0; i<2; i=i+1) begin : assembleS3
		assemble #(
				.WIDTH(4)
				) u_assemble(
					.array_i(sequence_step2[i*8 +: 8]),
					.array_o(sequence_step3[i*5 +: 5])
				);
	end 
	endgenerate
	assemble #(5)u_assemble(sequence_step3, index);
endmodule
module leadingZero8
    (
    sequence,
    index
    );
    parameter W = 8;
    input   [W-1:0]  sequence;
    output  [3:0]   index;
    wire [W-1:0] enc_sequence;
    wire [5:0] sequence_step1;
	genvar i;
	generate
		for (i=0; i<W/2; i=i+1) begin : encoder
		encode u_enc(
			.array(sequence[i*2 +: 2]),
			.enc_array(enc_sequence[i*2 +: 2])
		);
	end 
	endgenerate
	generate
	for (i=0; i<W/4; i=i+1) begin : assembleS1
		assemble #(
				.WIDTH(2)
				) u_assemble(
					.array_i(enc_sequence[i*4 +: 4]),
					.array_o(sequence_step1[i*3 +: 3])
				);
	end 
	endgenerate
	assemble #(3)u_assemble(sequence_step1, index);
endmodule
$ cat run.sh
#!/bin/bash
# OpenROAD 26Q1-2900-gdf79404cd8, Yosys 0.63+post, stock flow scripts
make -C /OpenROAD-flow-scripts/flow DESIGN_CONFIG=/design/flow/config.mk WORK_HOME=/design/flow/orfs finish
==> GITHUB_STEP_SUMMARY <==
## PnR job results

| Metric | Value |
|---|---|
| Routed length per instance | ~6.1 um |
| DRT Pass-1 Iters | 19 |
| Ys cells | 144 |
| Tot GR Track Use | 7.938% |
| CP startpoint | sequence[16] |
| Power per cell area | 125.3 mW/mm^2 |
| Endpoints failing hold | 0 |
| Pre-Place Util | 31.84% |
| RSZ-0062 raised after global routing | true |
| Critical path type | input port to primary output |
| Chip area | 0.004996 mm^2 |
| Worst path arrival time | 2760 ps |
| WP data required | ~1300 ps |
| CP max FO | 5 |
| Total power | 0.2603 mW |
| CP endpoint kind | primary output |
| Critical Path Source Type | input port |
| Remaining DRCs | 0 |
| OpenROAD warning count | 35 |
| # rows | 24 |
| P_leak | 1.041 nW |
| # IOs | 38 |
| Slew Viols, Final | 0 |
| Setup ws final | -1481 ps |
| Final setup fails | 6 |
| Min Tclk post-route | 3081 ps |
| DR vias/cell | roughly 3.5 |
| Synth flops | ~56 |
| Global-route wire length before repair | 3.318 mm |
| Top cell by count, worst path | dlxtn_2 |
| Largest net degree at the start of global routing | 6 |
| Area delta synth->final | 46.77% |
| Internal power | approximately 0.18 mW |
| Cts hold-fix bufs | 0 |
| Switching Share | 32.21% |
| Yosys top cell by area | dlxtn_1 |
| Number of antenna violations at the first check in global routing | 0 |
| Drt initial violations | 13 |
| Slowest Stage Delay on Critical Path | approximately 400 ps |
| Status | finished with violations |
| Max Cap Violations | 0 |
| Net Switching | between 0.08 and 0.09 mW |
| Total gr overflow | 0 |
| Chip width | 70.68 um |
| Worst path cell trace | buf_6, nor4_2, dlxtn_2, and2_4, dlxtn_2, and2_4, dlxtn_2, nor2b_4, a22o_2, dlxtn_1, buf_2 |
| Layout cells sized above 1 | between 30% and 40% |
| # port buffers | 38 |
| Syn Inst Count | 144 |
| YS chip area | 0.001415 mm^2 |
| Die height | between 70 and 80 um |
| Max IR drop VDD | 0.06600 mV |
| Failing checks | negative setup slack |
| Routability cong. | 0.7175 |
| Cell variety after synth | 13 |
| Fin crit share | 192.5% |
| Combinational Power Share | 62.0% |
| DR vias | 1014 |
| Setup TNS Final | -8550 ps |
| Routed wire length | roughly 1.8 mm |
| Sequential share of power | a little under two fifths |
| Endpoints left unconstrained | 56 |
| Post-CTS setup buffer count | 0 |
| Main area contributors | dlxtn_1, a22o_1, nor2b_4, inv_1, nand2b_1 |
| Antenna viol nets, final | 0 |
| Yosys warning total | 5 |
| Top cell area share | 59.42% |
| Ant diodes | 0 |
| CP endpoint | index[1] |
| Clock Power Share | 0% |
| Achievable frequency | between 300 and 400 MHz |
| Mapped cell area | 0.001415 mm^2 |
| HPWL reported at the end of detailed placement | 1.603 mm |
| Register pins left without a clock | about 56 |
| Avg Inst Size Synth | ~9.8 um^2 |
| CP max-delay cell | dlxtn_2 |
| Vias in the first global route | 879 |
| Core Region | 0.004444 mm^2 |
## cell families after synthesis
| kind of cell | synth area share (%) |
|---|---|
| and+or+nand+nor | 22.02 |
| AOI/OAI and AO/OA | 14.32 |
| other | 0.2650 |
| latches | 59.42 |
| buffers and inverters | 3.978 |
## layer usage
metal	part of all wire, %	GRT usage (%)
met1	56	13.33
met4	0	0
met2	41	12.93
met3	3.7	0
met5	0	0
## power groups by stage
stage	sequential (mW)	combinational, mW	clock (mW)
final	0.0990	0.161	0
after global routing	0.103	0.187	0
after CTS	0.0996	0.148	0
## critical path, delay by kind of cell
kind / cells / cell delay, ps
compound gates: 1 / 140
buf+inv: 2 / 180
latches: 4 / 1420
simple gates: 4 / 710
## cell type report
cell class,instances,area (um^2)
Fill cell,445,2367
Sequential cell,56,859.6
Inverter,15,56.30
Multi-Input combinational cell,128,809.5
Tap cell,52,65.06
Timing Repair Buffer,38,286.5
## flip-flops by register name, summed over array words and instances (netlist names)
register,flops
u_assemble.array_o,6
assembleS1.u_assemble.array_o,24
assembleS3.u_assemble.array_o,10
assembleS2.u_assemble.array_o,16
## cell usage after synthesis, drive strengths merged
cell and instances:
nor4 8, inv 15, dlxtn 56, conb 1, a21oi 8, nand2b 8
nor2b 7, a22o 18, nor2 8, nor3 8, and2 7
## cell usage in the layout (no fill, tap or decap), types with 4 or more instances in the layout
master / n
dlxtn_2: 15
dlxtn_1: 41
buf_2: 20
nor3_1: 8
nand2b_1: 8
buf_6: 12
conb_1: 56
nor2b_4: 7
a22o_2: 4
a22o_1: 14
nor4_2: 5
inv_1: 15
a21oi_1: 8
nor2_1: 8
and2_4: 4
## stage by stage
step                area [um^2]  util [%]  instances  worst slack, ps
finish                     2077     46.73        289            -1481
global route               2077     46.73        289            -1606
CTS                        2024     45.55        289            -1485
detailed placement         2077     46.73        289            -2250
global placement           2077     46.73        289            -2262
floorplan                  1632         -        199            -1156
## repair_timing
| item | CTS | global route |
|---|---|---|
| pin swaps | 21 | 9 |
| gates resized | 154 | 22 |
| hold endpoints to repair | 0 | 0 |
| endpoints found under the setup margin | 6 | 6 |
Power and IR drop assume default switching activity.
